`design/flow/config.mk`:
```
export PLATFORM = sky130hd
export DESIGN_NAME = ss2_datastack_16b
export DESIGN_NICKNAME = ss2_datastack_16b
export VERILOG_FILES = /design/flow/design.v
export SDC_FILE = /design/flow/constraint.sdc
export NUM_CORES = 4
export LEC_CHECK = 1
export CORE_UTILIZATION = 40
export SYNTH_HDL_FRONTEND = slang
```
`design/flow/constraint.sdc`:
```
current_design ss2_datastack_16b

set clk_period 75.7
set clk_io_pct 0.2

create_clock -name clk0 -period $clk_period [get_ports {CLK}]

set non_clock_inputs [all_inputs -no_clocks]
set_input_delay [expr $clk_period * $clk_io_pct] -clock clk0 $non_clock_inputs
set_output_delay [expr $clk_period * $clk_io_pct] -clock clk0 [all_outputs]
```
`design/flow/design.v`:
```
`timescale 1ns / 1ps
module adder_16b(
	input [15:0] a,
	input [15:0] b,
	input ci,
	output [15:0] r,
	output co
	);
	assign {co, r} = a + b + ci;
endmodule
`timescale 1ns / 1ps
module mux4_16b(
    input [15:0] a,
    input [15:0] b,
    input [15:0] c,
    input [15:0] d,
    input [1:0] sel,
    output [15:0] o
    );
	assign o = sel[1] ? (sel[0] ? d : c) : (sel[0] ? b : a);
endmodule
`timescale 1ns / 1ps
module mux8_16b(
    input [15:0] a,
    input [15:0] b,
    input [15:0] c,
    input [15:0] d,
    input [15:0] e,
    input [15:0] f,
    input [15:0] g,
    input [15:0] h,
    input [2:0] sel,
    output [15:0] o
    );
	assign o = sel[2] ? (sel[1] ? (sel[0] ? h : g) : (sel[0] ? f : e)) : (sel[1] ? (sel[0] ? d : c) : (sel[0] ? b : a));
endmodule
`timescale 1ns / 1ps
module regFile256_16b(
   input [7:0] address,
   input [15:0] writeData,
   input write,
	output [15:0] readData,
   input reset,
	input CLK
   );
	reg [15:0] regfile[255:0];
	assign readData = regfile[address];
	integer i;
	always @(posedge CLK) begin
		if (reset) begin	 
			for (i = 0; i < 255; i = i + 1) begin
				regfile[i] <= 0;
			end
		end else if (write) regfile[address] <= writeData;
	end
endmodule
`timescale 1ns / 1ps
module reg_16b(
   input [15:0] D,
	input [15:0] rstval,
	input write,
   input reset,
   input CLK,
   output reg [15:0] Q
   );
	always @(posedge CLK or posedge reset) begin	 
		if (reset) Q <= rstval;
		else if (write) Q <= D;
	end
endmodule
`timescale 1ns / 1ps
module ss2_datastack_16b(
	input [1:0]  dp_inc,
	input regWrite,
	input [15:0] a,
	input [15:0] b,
	input [15:0] c,
	input [15:0] d,
	input [15:0] e,
	input tr_write,
	input [2:0] tr_src,
	input reset,
	input CLK,
	output [15:0] read_data
	);
	wire [15:0] dp;
	wire [15:0] tr;
	wire [15:0] reg_out;
	ss_tr_16b ss_tr (
	.a(a),
	.b(b),
	.c(c),
	.d(d),
	.e(reg_out),
	.tr_write(tr_write),
	.tr_src(tr_src),
	.reset(reset),
	.CLK(CLK),
	.tr(tr)
	);
	subsystem_dpadder ss_dp (
	.dp_inc(dp_inc),
	.reset(reset),
	.CLK(CLK),
	.dp(dp)
	);
	regFile256_16b regFile (
	.address(dp[7:0]),
	.writeData(tr),
	.write(regWrite),
	.reset(reset),
	.CLK(CLK),
	.readData(reg_out)
	);
	assign read_data = reg_out;
endmodule
`timescale 1ns / 1ps
module ss_tr_16b(
	input [15:0] a,
	input [15:0] b,
	input [15:0] c,
	input [15:0] d,
	input [15:0] e,
	input tr_write,
	input [2:0] tr_src,
	input reset,
	input CLK,
	output [15:0] tr
	);
	wire [15:0] tr_o;
	mux8_16b tr_mux (
	.a(a),
	.b(b),
	.c(c),
	.d(d),
	.e(e),
	.sel(tr_src),
	.o(tr_o)
	);
	reg_16b top_register (
	.D(tr_o),
	.write(tr_write),
	.CLK(CLK),
	.reset(reset),
	.rstval(16'b0),
	.Q(tr)
	);
endmodule
`timescale 1ns / 1ps
module subsystem_dpadder(
   input [1:0] dp_inc,
	input CLK,
   input reset,
   output [15:0] dp
   );
	wire [15:0] inc_a;
	wire [15:0] increment;
	wire [15:0] dp_val;
	mux4_16b inc_mux(
		.a(16'b0),
		.b(16'b1),
		.c(-16'sb1),
		.d(16'b0),  
		.sel(dp_inc),
		.o(inc_a)
	);
	adder_16b incrementer(
		.a(inc_a),
		.b(dp_val),
		.ci(1'b0),
		.r(increment)
	);
	reg_16b dp_register(
		.D(increment),
		.rstval(-16'sb1),
		.write(1'b1),
		.reset(reset),
		.CLK(CLK),
		.Q(dp_val)
	);
	assign dp = dp_val;
endmodule
```
`design/flow/run.sh`:
```
#!/bin/bash
# OpenROAD 26Q1-2900-gdf79404cd8, Yosys 0.63+post, stock flow scripts
make -C /OpenROAD-flow-scripts/flow DESIGN_CONFIG=/design/flow/config.mk WORK_HOME=/design/flow/orfs finish
```
==> CHANGELOG.md <==
### Changed

* Outcome: complete, no violations
* Peak supply drop at between 0.04 and 0.05 mV
* Die area at around 460000 um2
* P_leak at around 62 nW
* Clock transition at path regs at roughly 60 ps
* Sw frac at 0.370
* Root Driver: clkbuf_16
* CP Buf/Inv Count at 5
* Top logic family: multiplexers
* Top-area cell type share of the netlist area at 0.673
* RSZ-0062 raised after global routing: no
* CP Capture Type: primary output
* WL per Instance at 29.8 um
* Adder Area Share at 0.000274
* Mux share at 0.128
* Cell type with the largest total area: edfxtp_1
* Critical Path RT at just over 60000 ps
* Routed WL at 537 mm
* Crit-path slowest cell: o41ai_2
* Initial antenna violation count at 8
* Area delta synth->final at 11.5%
* Top post-synthesis cells by count: edfxtp_1 (4096), nor3_1 (4032), clkbuf_1 (1639), mux4_2 (1040), a22oi_1 (514)
* Worst-case clock buffer depth at 4
* Residual DRC count at 0
* Pins over their slew limit at 0
* Cell Chain, Critical Path: buf_4 > buf_4 > buf_12 > mux4_2 > a22oi_1 > a21oi_1 > o41ai_2 > buf_4 > nand4_1 > clkdlybuf4s50_1
* Placement row count at 247
* Setup bufs post-CTS at 0
* Tool warnings at 55
* Largest net degree at the start of global routing at approximately 180
* Initial Util at 0.403
* Drt first pass iters at 5
* Worst path max stage delay at ~1200 ps
* Final period utilization at 0.306
* IO buf count at approximately 88
* DIE WIDTH at between 600 and 700 um
* Layout cell share with drive strength beyond 1 at 0.199
* Vias/cell at between 6 and 7
* Gate power share at 0.340
* Post-Synthesis Cell Area at ~180000 um2
* Critical path peak fanout at about 67
* Post-synthesis cell type with the largest instance count: edfxtp_1
* Seq pwr share at 0.370
* XOR-XNOR Cells, Area Fraction at 0.000479
* Initial DRC count at about 7500
* Core ar. at approximately 450000 um2
* Critical path class: reg -> out
* Fmax at ~0.043 GHz
* FFs w/ async S/R, synth at 0.00583
* Routability cong. at between 0.9 and 1
* TritonCTS clock tree: done
* Hold-fix buffers at CTS at 0
* Inserted Clock Buffers at ~430
* CTS H-tree lvls at 5
* Most used cell, CP: buf_4
* AO/OA Area Share at 0.0400
* Antenna Nets Post-Route at 0
* Vias in the first global route at about 120k
* Worst slew margin at 0.140
* Hold_ws at 630 ps
* Max cap viols at 0
* Startpoint Class: register
* Cells after Synth at 12300
* Worst path top cell family by delay: buffers and inverters
* First-pass GRT wire length at around 800 mm
* Yosys stat area at 183000 um2
* Worst slew pin tran at roughly 1300 ps
* Dominant flop cell: edfxtp_1
* Sw power at between 2 and 3 mW
* Cell Pwr Density at 35.1 nW/um2
* I/O Pins at 105
* Clk Latency, worst-skew pair at between 900 and 1000 ps
* Cell count listed in synth_stat.txt at about 12000
* CTS Sinks at approximately 4000
* EDFF count, synth at 4096
* Simple share at 0.115
* Post-route setup TNS at 0 ps
* Synth Seq Share at 0.676
* HP Class: reg -> reg
* Internal Power at between 4 and 5 mW
* Top cells, area: edfxtp_1 (67%), mux4_2 (13%), nor3_1 (11%)
* Worst Skew at 68.5 ps
* Setup-failing EPs final at 0
* Critical Path AT at roughly 8000 ps
* Synth flops at about 4100
* Fin. Hold Viols at 0
* Total track usage at 0.254
* Power share of the clock group at 0.290
* Die height at between 600 and 700 um
* Global route overflow at 0
* Synth Warn # at 48
* Unique cell types at around 40
* Final Critical Period at approximately 23000 ps
* Post-DP HPWL at roughly 320 mm
* Tally of non-filler cells in the final layout at between 15000 and 20000
* Via count at ~110k
* Total Power at between 7 and 8 mW
* PostCTS Resize Cnt at 0
* Synthesized area per cell at roughly 15 um2
* DP Cell Count at 17200
## final timing paths
kind / from / end / slack [ps] / cells past startpoint
max: ss_dp.dp_register.Q[0] / read_data[11] / 52530 / 10
min: ss_dp.dp_register.Q[3] / ss_dp.dp_register.Q[3] / 630 / 1
max reg2reg: ss_dp.dp_register.Q[0] / ss_tr.top_register.Q[11] / 68660 / 10
min reg2reg: ss_dp.dp_register.Q[3] / ss_dp.dp_register.Q[3] / 630 / 1
max in group asynchronous: reset / ss_tr.top_register.Q[10] / 60020 / 4
min in group asynchronous: reset / ss_tr.top_register.Q[5] / 14750 / 3
## state kept, by name (all words and copies together) (netlist names)
name	count
ss_tr.top_register.Q	16
ss_dp.dp_register.Q	8
regFile.regfile	4096
## per-layer routing
layer  up-vias  share of wire  global-route usage
met5         -         0.0019              0.0166
met4        19          0.049              0.0956
met3       972           0.17               0.193
met2      7151           0.46               0.364
met1     55600           0.32               0.293
li1      48100              -                   -
## logic make-up (layout without fill, tap and decap cells)
group,after synthesis,after routing
and+or+nand+nor,4187,4187
muxes,1041,1041
buffers and inverters,1848,1559
other,0,6
xor gates and xnor gates,10,10
adders and majority gates,4,4
DFF,4120,4120
AOI/OAI and AO/OA,1138,1138
## area by class of cell
cell class,count,area (um2)
Antenna cell,6,15.0
Clock buffer,505,11000
Clock inverter,281,2770
Fill cell,38000,250000
Inverter,23,214
Multi-Input combinational cell,6380,52500
Sequential cell,4120,124000
Tap cell,5976,7480
Timing Repair Buffer,750,6160
## power by group through the flow
stage | Combinational [mW] | Clock [mW] | Sequential, mW
after CTS | 2.41 | 2.10 | 2.65
after global routing | 2.56 | 2.18 | 2.66
final | 2.43 | 2.08 | 2.65
## cell usage in the layout, fill, tap and decap left out, types with 13 or more instances in the layout
master           netlist  layout
mux4_2              1040    1040
a31o_1                16      16
nor3_1              4032    4032
clkinvlp_4             0      13
o21ai_0              274      22
dfrtp_1               16      16
clkdlybuf4s50_1        0      88
buf_4                 17     637
o41ai_2                0      29
bufinv_16              0      43
clkbuf_1            1639      75
clkbuf_16              0     430
nand2_1               36      18
nand3_4                0      20
a21oi_1              260     260
nand4_1               22      22
o21ai_1                0     252
nor4_1                32      32
edfxtp_1            4096    4096
o41ai_1               64      35
clkinv_1               0     118
buf_12                 0      25
clkinv_2               0      78
inv_8                  0      17
a22oi_1              514     514
and2_1                18      17
## stage by stage
step	setup slack, ps	instance area, um2	utilization
after detailed placement	53710	190000	0.419
after floorplan	57730	183000	-
after global placement	53730	190000	0.419
after global routing	52260	204000	0.449
after CTS	52630	204000	0.449
final	52530	204000	0.449
Power and IR drop assume default switching activity.
