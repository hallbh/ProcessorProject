--- design/flow/run.sh ---
#!/bin/bash
# OpenROAD 26Q1-2900-gdf79404cd8, Yosys 0.63+post, stock flow scripts
make -C /OpenROAD-flow-scripts/flow DESIGN_CONFIG=/design/flow/config.mk WORK_HOME=/design/flow/orfs finish
--- design/flow/config.mk ---
export PLATFORM = sky130hd
export DESIGN_NAME = ALUSystem
export DESIGN_NICKNAME = ALUSystem
export VERILOG_FILES = /design/flow/design.v
export SDC_FILE = /design/flow/constraint.sdc
export NUM_CORES = 4
export LEC_CHECK = 1
export CORE_UTILIZATION = 30
export SYNTH_HDL_FRONTEND = slang
--- design/flow/constraint.sdc ---
current_design ALUSystem

set clk_period 13.3
set clk_io_pct 0.2

create_clock -name clk0 -period $clk_period [get_ports {CLK}]

set non_clock_inputs [all_inputs -no_clocks]
set_input_delay [expr $clk_period * $clk_io_pct] -clock clk0 $non_clock_inputs
set_output_delay [expr $clk_period * $clk_io_pct] -clock clk0 [all_outputs]
--- design/flow/design.v ---
`timescale 1ns / 1ps
module ALUSystem(
	input [15:0] ALUSrc_a,
	input [15:0] ALUSrc_b,
	input [15:0] B,
	input alu_src,
	input [3:0] alu_op,
	input reset,
	input CLK,
	output [15:0] R,
	output [15:0] br,
	output isZero,
	output ovfl
   );
	wire [15:0] A;
	wire [15:0] result;
	mux2_16b alusrc_mux(
		.a(ALUSrc_a),
		.b(ALUSrc_b),
		.sel(alu_src),
		.o(A)
	);
	alu_16b ALU(
		.a(A),
		.b(B),
		.op(alu_op),
		.r(result),
		.zero(isZero),
		.ovfl(ovfl)
	);
	reg_16b br_register(
		.D(result),
		.rstval(16'b0),
		.write(1'b1),
		.reset(reset),
		.CLK(CLK),
		.Q(br)
	);
	assign R = result;
endmodule
`timescale 1ns / 1ps
module alu_16b(
   input [15:0] a,
   input [15:0] b,
   input [3:0] op,
   output reg [15:0] r,
   output reg zero,
   output reg ovfl
   );
	always @(*) begin
		ovfl = 0;
		case (op)
			4'b0001: begin
				r = b + a;			    
				if (a[15] == b[15] && r[15] != a[15]) ovfl = 1;
			end
			4'b0010: begin
				r = b - a;				 
				if (a[15] == 0 && b[15] == 1 && r[15] == 1) ovfl = 1;
				if (a[15] == 1 && b[15] == 0 && r[15] == 0) ovfl = 1;
			end
			4'b0011: r = (a && b);	 
			4'b0100: r = (a || b);	 
			4'b0101: r = ($signed(b) < $signed(a));	 
			4'b0110: r = (a & b);	 
			4'b0111: r = (a | b); 	 
			4'b1000: r = ~(a | b);	 
			4'b1001: r = (a ^ b);	 
			4'b1010: r = (a << b);	 
			4'b1011: r = (a >> b);	 
			4'b1100: r = ($signed(a) >>> b);	 
		endcase
		zero = (r == 0);
	end
endmodule
`timescale 1ns / 1ps
module mux2_16b(
   input [15:0] a,
   input [15:0] b,
   input sel,
   output [15:0] o
	);
	assign o = sel ? b : a;
endmodule
`timescale 1ns / 1ps
module reg_16b(
   input [15:0] D,
	input [15:0] rstval,
	input write,
   input reset,
   input CLK,
   output reg [15:0] Q
   );
	always @(posedge CLK or posedge reset) begin	 
		if (reset) Q <= rstval;
		else if (write) Q <= D;
	end
endmodule
==> notes.org <==
* Implementation run

** Synth
- Synthesized area divided by synthesized cell count :: 7.58 µm²
- After synthesis the cells add up to around 6400 µm².
- The warning tally printed by Yosys for this design is 0.
- The post-synth count of flops with an enable pin is 0.
- YS chip area :: 6440 µm²
- After synthesis the netlist holds a flip-flop and latch count of 32.
- Fraction of registers with async set or reset after synthesis :: 0.500
- In the Yosys report the total cell count is between 800 and 900.
- For this run, the leading register cell type out of synthesis is dlxtp_1.
- Number of unique standard cell types used by synthesis :: 82
- Instance count of the mapped netlist :: approximately 850

** STA
- Setup repair after global routing left no endpoint under its margin.
- Final tally of hold violations :: 0
- The worst-case max-slew headroom was logged as 0.381.
- Max-slew check failures listed in the final report amount to 0.
- FMAX :: slightly below 100 MHz
- Across all hold checks on the routed design, the worst slack comes to 2770 ps.
- The timer found 16 register pins that no clock reaches; their paths are not timed.
- Total of endpoints with negative setup slack in the final report :: 0
- Number of unconstrained endpoints :: ~48
- Least-Margin Pin Slew :: 923 ps
- Final-layout setup total negative slack :: 0 ps
- Final min period :: approximately 10000 ps
- The final timing summary puts the cycle share of the worst path at 0.782.

** Routing
- The final antenna diode tally reported by the flow is 0.
- Per the detail_route report, DRC violations left total 0.
- Remaining antenna violation count after routing :: 0
- First-iteration detailed-routing DRC count :: roughly 680
- Routed via count divided by cell count :: approximately 6.3
- Detailed Route WL :: about 27 mm
- Vias post-DR :: ~7400
- DR WL/cell :: around 23 µm
- The pre-antenna-repair detailed-routing pass consisted of 7 iterations.

** Setup path
- Worst-path maximum fanout :: 34
- The largest single stage delay on the critical path is approximately 580 ps.
- STA classifies the critical path endpoint as an output port.
- Setup crit start kind :: primary input
- Category of the most critical setup path :: in -> out
- Slowest CP cell :: buf_2
- In this run the critical path is formed by buf_2 > buf_4 > mux2i_1 > inv_1 > ha_1 > inv_1 > fa_1 > nor2b_1 > o21ai_1 > a2111o_1 > a21oi_1 > nor2_1 > xnor2_1 > a211o_1 > or4_1 > nor4_1 > and3_1 > clkdlybuf4s50_1.
- CP Data Arrival Time :: ~7800 ps
- The timing report shows the most common cell along the critical path to be inv_1.
- Worst EP required :: 10640 ps

** Floorplan
- Placeable core region :: roughly 21000 µm²
- Row count :: about 53
- Init Core Util :: 0.306
- During I/O placement, the number of pins put on the boundary was between 80 and 90.
- Width of the chip :: about 150 µm
- Die boundary height :: about 150 µm
- Area enclosed by the die boundary :: roughly 22000 µm²

** Placed design
- Placed cells :: 1172
- Detailed placement finished with a half-perimeter wire length of about 21 mm.
- IO buf count :: ~88
- Gpl congestion :: 1.06

** Final layout
- In the final layout, the share of cells above drive strength 1 is 0.0910.
- Compared with the post-synthesis result, the final layout area differs by 18.2%.
- Layout fillers :: around 2300
- Final cell count without fillers :: between 1000 and 1500

** Clocking
- Number of resized instances in the post-cts repair step :: 0
- TritonCTS built the clock tree.
- Per the TritonCTS log, the buffer count is 3.
- Clk pin slew, worst setup/hold paths :: approximately 50 ps
- Maximum buffer depth of the clock tree :: 2
- The report puts the hold buffer count at CTS at 0.
- H-tree Lvls :: 1
- Per the repair_timing log after CTS, setup buffers inserted total 0.
- Clock tree root buffer cell :: clkbuf_16

** Global routing
- Entering global routing, the biggest net connects 48 pins.
- Per the GRT congestion report, total overflow comes to 0.
- Number of global-route vias before repair :: 7009
- For this run, the total global-route usage over all layers was measured as 0.252.
- The initial antenna violation count was 0.
- The first global-routing pass estimated slightly above 40 mm of wire.

** Job
- Maxcap violations :: 0
- OpenROAD emitted warnings numbering around 58.

** Run status
- The run finished with clean final reports.

** Power and ir drop
- In this run the static leakage power is 3.03 nW.
- In this run the VDD rail shows a maximum IR drop of between 0.03 and 0.04 mV.
- In this run the power density over the cells is roughly 56 nW/µm².

** Hold path
- Type of the worst min-delay path :: in -> async
final timing paths:
check / from / to / slack [ps]
min: reset / br_register.Q[8] / 2770
max: alu_src / isZero / 2890
min in group clk0: br_register.Q[9] / br[9] / 3630
max in group asynchronous: reset / br_register.Q[9] / 10160
final cells by class:
type,instances,area [µm²],share of cell area
Tap cell,275,344,0.0452
Clock buffer,4,88.8,0.0117
Multi-Input combinational cell,709,5350,0.702
Inverter,49,184,0.0242
Sequential cell,32,641,0.0841
Timing Repair Buffer,107,1010,0.132
Yosys cell counts, types with 16 or more instances:
library cell,count,share of area
o21ai_0,41,0.032
mux4_2,28,0.098
dlxtp_1,16,0.037
nor3_1,18,0.014
a21oi_1,46,0.036
nand4_1,16,0.016
mux2i_1,48,0.075
nand3_1,16,0.012
nor4_1,22,0.021
dfrtp_1,16,0.062
nor2_1,69,0.040
nand2_1,81,0.047
o21ai_1,20,0.016
inv_1,42,0.024
clkbuf_1,39,0.023
ha_1,49,0.095
per-layer routing:
metal / vias to the layer above / routed length (µm) / global-route usage / share of wire
met5: - / 0 / 0 / 0
met3: 75 / 2250 / 0.0313 / 0.083
met4: 0 / 1280 / 0.0990 / 0.047
met2: 418 / 11900 / 0.394 / 0.44
met1: 3511 / 11600 / 0.355 / 0.43
li1: 3354 / - / - / -
worst max-delay path: cells and delay by family:
family          cells  cell delay, ps
simple gates        5            1260
buf+inv             5            1720
mux                 1             480
xor+xnor            1             130
fa+ha+maj           2             420
compound gates      4            1060
kinds of logic after synthesis:
family	Yosys count	share of synthesized area
compound gates	249	0.262
xor+xnor	20	0.0272
fa+ha+maj	51	0.101
buf+inv	109	0.0721
flops	16	0.0622
latches	16	0.0373
mux	90	0.199
simple gates	299	0.239
through the flow:
stage	worst slack, ps	utilization	power [mW]	instance area, µm²
2_1_floorplan	3800	-	0.246	6440
3_3_place_gp	2960	0.358	0.359	7530
4_1_cts	2890	0.362	0.423	7610
5_1_grt	2470	0.362	0.457	7610
3_5_place_dp	2910	0.358	0.359	7530
6_report	2890	0.362	0.427	7610
cell usage in the layout, fill, tap and decap left out, types with 14 or more instances in the layout:
cell	Yosys	layout
mux4_2	28	28
o21ai_1	20	20
a22oi_1	15	15
xnor2_1	14	14
nor3_1	18	18
nor4_1	22	22
a21oi_1	46	46
o21ai_0	41	41
clkdlybuf4s50_1	0	85
dlxtp_1	16	16
nand3_1	16	16
nand2b_1	14	14
inv_1	42	42
ha_1	49	49
dfrtp_1	16	16
buf_4	2	19
nor2_1	69	69
mux2i_1	48	48
nand4_1	16	16
nand2_1	81	81
power breakdown:
part	internal (mW)	switching [mW]	total, mW
sequential	0.0657	0.00633	0.0720
clock	0.0455	0.0169	0.0624
combinational	0.125	0.167	0.292
flip-flops by register name (all words and copies together) (netlist names):
register,count
ALU.r,16
br_register.Q,16
Power is estimated from default activity; no workload was simulated.
