### flow/design.v
`timescale 1ns / 1ps
module DataStackSystem(
	input [15:0] tr_src_a,
	input [15:0] tr_src_b,
	input [15:0] tr_src_c,
	input [15:0] tr_src_d,
	input [15:0] tr_src_f,
	input [2:0] tr_src,
	input tr_write,
	input [1:0] dp_inc,
	input reg_write,
	input reset,
	input CLK,
	output [15:0] TR,
	output [15:0] read_data
   );
	wire [15:0] tr_out;
	wire [15:0] address;
	TRSystem tr(
		.a(tr_src_a),
		.b(tr_src_b),
		.c(tr_src_c),
		.d(tr_src_d),
		.e(read_data),
		.f(tr_src_f),
		.tr_src(tr_src),
		.tr_write(tr_write),
		.reset(reset),
		.CLK(CLK),
		.TR(tr_out)
	);
	subsystem_dpadder dp(
		.dp_inc(dp_inc),
		.CLK(CLK),
		.reset(reset),
		.dp(address)
	);
	regFile256_16b regfile(
		.address(address[7:0]),
		.writeData(tr_out),
		.write(reg_write),
		.reset(reset),
		.CLK(CLK),
		.readData(read_data)
	);
	assign TR = tr_out;
endmodule
`timescale 1ns / 1ps
module TRSystem(
	input [15:0] a,	 
	input [15:0] b,	 
	input [15:0] c,	 
	input [15:0] d,	 
	input [15:0] e,	 
	input [15:0] f,	 
	input [2:0] tr_src,
	input tr_write,
	input reset,
	input CLK,
	output [15:0] TR
   );
	wire [15:0] to_TR;
	mux8_16b tr_src_mux(
		.a(a),
		.b(b),
		.c(c),
		.d(d),
		.e(e),
		.f(f),  
		.g(16'b0),
		.sel(tr_src),
		.o(to_TR)
	);
	reg_16b tr_register(
		.D(to_TR),
		.rstval(16'b0),
		.write(tr_write),
		.reset(reset),
		.CLK(CLK),
		.Q(TR)
	);
endmodule
`timescale 1ns / 1ps
module adder_16b(
	input [15:0] a,
	input [15:0] b,
	input ci,
	output [15:0] r,
	output co
	);
	assign {co, r} = a + b + ci;
endmodule
`timescale 1ns / 1ps
module mux4_16b(
    input [15:0] a,
    input [15:0] b,
    input [15:0] c,
    input [15:0] d,
    input [1:0] sel,
    output [15:0] o
    );
	assign o = sel[1] ? (sel[0] ? d : c) : (sel[0] ? b : a);
endmodule
`timescale 1ns / 1ps
module mux8_16b(
    input [15:0] a,
    input [15:0] b,
    input [15:0] c,
    input [15:0] d,
    input [15:0] e,
    input [15:0] f,
    input [15:0] g,
    input [15:0] h,
    input [2:0] sel,
    output [15:0] o
    );
	assign o = sel[2] ? (sel[1] ? (sel[0] ? h : g) : (sel[0] ? f : e)) : (sel[1] ? (sel[0] ? d : c) : (sel[0] ? b : a));
endmodule
`timescale 1ns / 1ps
module regFile256_16b(
   input [7:0] address,
   input [15:0] writeData,
   input write,
	output [15:0] readData,
   input reset,
	input CLK
   );
	reg [15:0] regfile[255:0];
	assign readData = regfile[address];
	integer i;
	always @(posedge CLK) begin
		if (reset) begin	 
			for (i = 0; i < 255; i = i + 1) begin
				regfile[i] <= 0;
			end
		end else if (write) regfile[address] <= writeData;
	end
endmodule
`timescale 1ns / 1ps
module reg_16b(
   input [15:0] D,
	input [15:0] rstval,
	input write,
   input reset,
   input CLK,
   output reg [15:0] Q
   );
	always @(posedge CLK or posedge reset) begin	 
		if (reset) Q <= rstval;
		else if (write) Q <= D;
	end
endmodule
`timescale 1ns / 1ps
module subsystem_dpadder(
   input [1:0] dp_inc,
	input CLK,
   input reset,
   output [15:0] dp
   );
	wire [15:0] inc_a;
	wire [15:0] increment;
	wire [15:0] dp_val;
	mux4_16b inc_mux(
		.a(16'b0),
		.b(16'b1),
		.c(-16'sb1),
		.d(16'b0),  
		.sel(dp_inc),
		.o(inc_a)
	);
	adder_16b incrementer(
		.a(inc_a),
		.b(dp_val),
		.ci(1'b0),
		.r(increment)
	);
	reg_16b dp_register(
		.D(increment),
		.rstval(-16'sb1),
		.write(1'b1),
		.reset(reset),
		.CLK(CLK),
		.Q(dp_val)
	);
	assign dp = dp_val;
endmodule
### flow/run.sh
#!/bin/bash
# OpenROAD 26Q1-2900-gdf79404cd8, Yosys 0.63+post, stock flow scripts
make -C /OpenROAD-flow-scripts/flow DESIGN_CONFIG=/design/flow/config.mk WORK_HOME=/design/flow/orfs finish
### flow/config.mk
export PLATFORM = sky130hd
export DESIGN_NAME = DataStackSystem
export DESIGN_NICKNAME = DataStackSystem
export VERILOG_FILES = /design/flow/design.v
export SDC_FILE = /design/flow/constraint.sdc
export NUM_CORES = 4
export LEC_CHECK = 1
export CORE_UTILIZATION = 30
export SYNTH_HDL_FRONTEND = slang
### flow/constraint.sdc
current_design DataStackSystem

set clk_period 76.9
set clk_io_pct 0.2

create_clock -name clk0 -period $clk_period [get_ports {CLK}]

set non_clock_inputs [all_inputs -no_clocks]
set_input_delay [expr $clk_period * $clk_io_pct] -clock clk0 $non_clock_inputs
set_output_delay [expr $clk_period * $clk_io_pct] -clock clk0 [all_outputs]
==> notes.md <==
impl run done, here's what came out: max incr delay on CP 1.15 ns, GRT Util Overall 19.10%, Die ar. 0.6313 sq mm, startpoint class of the critical path register, max cap viols 0, FF-to-FF End tr.tr_register.Q[3], CP max-delay cell nor4b_2, WHS Path Cells 1, Internal 4.382 mW, worst slew pin tran 1.440 ns, switching power 2.278 mW, fin area 0.2157 sq mm, routability cong. 0.9213, Post-DP HPWL 359,900 um, Total Negative Setup Slacks 0 ns, crit-path max FO 74, RR Startpoint dp.dp_register.Q[0], Routed WL 574,300 um, hold wc startpoint tr.tr_register.Q[13], Core Rows 290, Cell Chain, Critical Path buf_12 > buf_4 > buf_12 > buf_4 > mux4_2 > mux4_2 > a21oi_1 > nor4b_2 > buf_4 > a22oi_1 > clkdlybuf4s50_1, drt wl/cell 26.42 um, number of cells in Yosys stat 12,704, CTS Sinks 4,120, Slew Limit Fails 0, Worst R2R Setup Slack 70.01 ns, global-route wire length before repair 817,400 um, CP Capture Type primary output, dominant logic cell type in the layout edfxtp_1, Hold Crit Endpoint regfile.regfile[141][13], crit share post-route 30.45%, crit path DAT 8.04 ns, # hold bufs at CTS 0, fraction of registers with async set/reset 0.5825%, worst r2r path cells 12, Post-synth top flop edfxtp_1, initial antenna violation count 35, DRC 0, Area leader share 65.28%, Pleak 77.51 nW, sequential power share 39.4%, layout cell share with drive strength beyond 1 17.05%, DR vias/cell 4.880, Worst Setup Path Type register to primary output, Synth Seq Share 65.60%, fp util 30.16%, Yosys top cell by area edfxtp_1, VDD IR max 0.02306 mV, HP Class register to register, Comb power frac 30.2%, Initial DRT Pass Iterations 6, Mapped Cells 12,704, Core ar. 0.6248 sq mm, most instantiated logic cells after routing edfxtp_1 (4,096), and2_1 (4,083), buf_4 (814), Clock Tree Buf Depth 4, Clock Pin Slew Worst Setup and Hold Paths 0.06 ns, status complete, no violations, Net Sw Frac 34.21%, top cells, area edfxtp_1 (65%), and2_1 (14%), mux4_2 (8.5%), worst path required time 61.52 ns, CTS Root Cell clkbuf_16, final setup violation count 0, DIE WIDTH 794.5 um, largest net degree at the start of global routing 103, CTS buffer count 441, yosys stat chip area 0.1884 sq mm, Critical Path Most Common Cell buf_4, initial DRC count 6,914, Unique cell types 53, post-CTS setup buffer count 0, io pins 121, tool warnings 31, Syn Std Cell Area 0.1884 sq mm, grt total ovfl 0, H-tree depth 5, clk latency late pin 1.03 ns, fin crit period 23.42 ns, placed cell area 0.2016 sq mm, Setup Skew 0.08651 ns, Die H 794.5 um, vias in the first global route 110,340, RSZ-0062 raised after global routing no, syn avg cell area 14.83 sq um, port bufs 120, CTS tree yes, vias 106,086, YS warnings 16, ys flops 4,120, part of the power in the clock network 30.4%, fmax 0.04270 GHz, PD cells 30.88 mW/mm^2, CTS resizes 0, max_slew headroom 2.715%, post-route ant nets 0, Final Hold Violation Tally 0, Area Growth Syn to Fin 14.46%, Post-synth EDFFs 4,096
## worst max-delay path by stage
stage	cells after the start	start	slack, ns	to
CTS	12	dp.dp_register.Q[0]	53.42	read_data[14]
global route	12	dp.dp_register.Q[0]	53.32	read_data[14]
finish	11	dp.dp_register.Q[0]	53.48	read_data[3]
## power groups by stage
stage	clock, mW	sequential, mW	combinational [mW]
after global routing	2.14	2.63	2.11
after CTS	2.06	2.62	2.00
final	2.03	2.62	2.01
## flip-flops by register name (all words and copies together) (netlist names)
register and flops:
tr.tr_register.Q 16, dp.dp_register.Q 8, regfile.regfile 4096
## metrics by stage
stage               cells  hold slack, ns  worst slack (ns)  power, mW  utilization [%]
finish              21738          0.7731             53.48      6.660            34.52
global route        21704          0.7904             53.32      6.879            34.51
CTS                 21556          0.7641             53.42      6.684            34.45
detailed placement  20740          0.7566             54.49      4.667            32.27
global placement    20740          0.7527             54.41      4.667            32.27
floorplan           12704          0.4817             58.54      3.797                -
## Yosys cell counts (all sizes together), types with 17 or more instances
master and instances:
nor3 36, nor4b 17, a21oi 97, nand4b 17, nor2 306, buf 246
nand4 55, a22o 48, a221oi 96, a22oi 381, a31oi 62, clkbuf 990
mux2i 698, mux4 707, edfxtp 4096, nand2 108, a41oi 19, nand2b 34
nand3 117, o21ai 300, o22ai 96, and2 4086
## cell families after synthesis
family / synth area share (%)
AOI/OAI and AO/OA: 3.875
adders and majority gates: 0.06375
muxes: 12.16
and+or+nand+nor: 15.40
buffers and inverters: 2.875
xor gates and xnor gates: 0.03254
DFF: 65.60
## layer usage
metal  global-route usage [%]  wire length [um]  vias to the layer above
li1                         -                 -                    47416
met1                    22.19            194300                    52525
met2                    27.75            256400                     5118
met3                    14.01             98110                      979
met4                    6.149             23980                       48
met5                    2.639              1525                        -
## area by class of cell
| type | count | area [sq um] |
|---|---|---|
| well taps | 8322 | 10410 |
| repair buffers | 950 | 7617 |
| clock inverters | 249 | 1937 |
| fillers | 58580 | 409100 |
| flip-flops and latches | 4120 | 123700 |
| multi-input cells | 7335 | 59880 |
| clock buffers | 567 | 11640 |
| inverters | 13 | 56.30 |
| diodes | 182 | 455.4 |
## worst max-delay path: cells and delay by family (launching register included)
kind	cells	cell delay, ns
flip-flops	1	0.99
multiplexers	2	1.14
AND/OR/NAND/NOR	1	1.15
buffers and inverters	6	3.00
AND-OR/OR-AND	2	0.64
No activity file was given, so power comes from the tool's default toggle rates.
